==> design/flow/config.mk <==
export PLATFORM = sky130hd
export DESIGN_NAME = vga_module
export DESIGN_NICKNAME = vga_module
export VERILOG_FILES = /design/flow/design.v
export SDC_FILE = /design/flow/constraint.sdc
export NUM_CORES = 4
export LEC_CHECK = 1
export CORE_UTILIZATION = 50
==> design/flow/constraint.sdc <==
current_design vga_module

set clk_period 1.1
set clk_io_pct 0.2

create_clock -name clk0 -period $clk_period [get_ports {clk40m}]

set non_clock_inputs [all_inputs -no_clocks]
set_input_delay [expr $clk_period * $clk_io_pct] -clock clk0 $non_clock_inputs
set_output_delay [expr $clk_period * $clk_io_pct] -clock clk0 [all_outputs]
==> design/flow/design.v <==
module vga_module(
	input 	clk40m,
	output 	hsync,
	output reg vsync,
	output reg [15:0] pixel
);
parameter 	RED	=	'h001f;
parameter 	GREEN	=	'h07e0;
parameter 	BLUE	=	'hf100;
parameter 	WHITE	=	'hffff;
parameter 	BLACK	=	'h0000;
parameter 		H_PIXELS			=	'd804, 
					H_FRONTPORCH	=	'd40, 
					H_SYNCTIME		=	'd128, 
					H_BACKPORCH		=	'd88, 
					H_SYNCSTART		=	'd900, 
					H_SYNCEND		=	'd1028, 
					H_PERIOD			=	'd1056, 
			V_LINES			=	'd604, 
			V_FRONTPORCH	=	'd1, 
			V_SYNCTIME		=	'd4, 
			V_BACKPORCH		=	'd23, 
			V_SYNCSTART		=	'd603, 
			V_SYNCEND		=	'd607, 
			V_PERIOD			=	'd628; 
reg 		[11:0] hcnt,vcnt;
reg			enable,hsyncint;
always @(posedge clk40m)
	if(hcnt<H_PERIOD)
		hcnt	<=	hcnt+1'b1;
	else
		hcnt	<=	0;
always @(posedge clk40m)
	if(hcnt>=H_SYNCSTART && hcnt<H_SYNCEND)
		hsyncint	<=	0;
	else
		hsyncint	<=	1;
assign hsync	=	hsyncint;
always @(posedge hsyncint)
	if(vcnt<V_PERIOD)
		vcnt	<=	vcnt+1'b1;
	else
		vcnt	<=	0;
always @(posedge hsyncint)
	if(vcnt>=V_SYNCSTART && vcnt<V_SYNCEND)
		vsync	<=	0;
	else
		vsync	<=	1;
always @(posedge clk40m)
	if(hcnt>=H_PIXELS || vcnt>=V_LINES)
		enable	<=	0;
	else
		enable	<=	1;
reg		[15:0]	PIX;
reg		[15:0]	PColor;
always @(negedge enable or negedge clk40m) begin
	if(enable==0) begin
		PIX		=	0;
		PColor	=	0;
		end
	else begin
		if((vcnt>0) && (vcnt<640)) begin
			if((hcnt>0) && (hcnt<100))
				PColor[10:5]		<=	6'h3F;			 
			else if((hcnt>101) && (hcnt<200))
				PColor[4:0]			<=	5'h1F;			 
			else if((hcnt>201) && (hcnt<300))
				PColor[15:11]		<=	5'h1F;			 
			else if((hcnt>301) && (hcnt<400))
				PColor[10:5]		<=	6'h0F;			 
			else if((hcnt>401) && (hcnt<500))
				PColor[4:0]			<=	5'h0F;			 
			else if((hcnt>501) && (hcnt<600)) 
				PColor[15:11]		<=	5'h0F;			 
			else if((hcnt>601) && (hcnt<700)) 
				PColor[10:5]		<=	6'h07;			 
			else if((hcnt>701) && (hcnt<800)) 
				PColor[4:0]			<=	5'h07;			 
			else
				PColor	=	BLACK;
			end
		end
	end
always @(posedge clk40m) begin
	pixel	=	PColor;
	end
endmodule
==> design/flow/run.sh <==
#!/bin/bash
# OpenROAD 26Q1-2900-gdf79404cd8, Yosys 0.63+post, stock flow scripts
make -C /OpenROAD-flow-scripts/flow DESIGN_CONFIG=/design/flow/config.mk WORK_HOME=/design/flow/orfs finish
==> results.txt <==
Post-Route Setup TNS - -16.82 ns
Ports - 19
number of buffers added by the clock tree synthesis step - 5
placed cell count - 344
via count of the first global-routing pass - 1,872
nature of the critical path endpoint - register
arrival time worst endpoint - 2.34 ns
Hold Fails Final Rpt - 0
floorplan die height - 67.3 µm
portion of total power attributed to combinational logic - 0.126
synthesized flop and latch total - 43
final-layout worst hold slack - 0.438 ns
sequential element share of the synthesized area - 0.423
final cell count without fillers - 362
Pre-Repair DR Iteration Count - 4
average cell area after synthesis - 8.87 µm²
Post-DP HPWL - 3.75 mm
largest family of logic cells by area - simple AND/OR/NAND/NOR gates
cts-stage hold buffer count - 0
number of instances on the worst hold path - 1
endpoints left unconstrained - 12
path class of the lowest-slack min-delay path - reg2reg
crit path setup slack, layout - -1.67 ns
share of synthesized area spent on multiplexers - 0.0176
minimum setup slack after placement - -1.71 ns
synthesized-area fraction occupied by xor and xnor cells - 0.0576
run status - finished, violations left
Cell Area, Placed - 2720 µm²
OpenROAD warning count - 33
largest clock skew in the final design - 0.0140 ns
number of enable flip-flop cells - 0
horizontal die dimension - 67.3 µm
post-synthesis cell count - 240
final wirelength - 5.67 mm
power density normalized to cell area - 744 nW/µm²
area delta synth->final - 50.6%
via count normalized by instance count - 5.57
number of nets with antenna violations after detailed routing - 0
failing checks - negative setup slack
predominant post-synthesis flop cell - sky130_fd_sc_hd__dfxtp_1
biggest area consumer among synthesized cells - sky130_fd_sc_hd__dfxtp_1
Post-Syn Area - 2130 µm²
first-pass GRT wire length - 8.76 mm
fraction of the mapped netlist area in compound gates - 0.133
Critical R2R Launch - hcnt[10]
worst slew margin relative to its limit - 0.635
pin slew with the least headroom to its limit - 0.542 ns
Clock H-tree levels - 2
number of standard cells reported by yosys - 240
Commonest Layout Cell - sky130_fd_sc_hd__buf_4
Setup Crit Path Kind - reg2reg
CTS Root Cell - sky130_fd_sc_hd__clkbuf_8
final design instance area without fill - 3210 µm²
Max Root-Sink Buffers - 2
clock power share - 0.390
input/output buffers - 18
vias - 2,015
most numerous logic cells after layout - sky130_fd_sc_hd__buf_4, sky130_fd_sc_hd__nor2_1, sky130_fd_sc_hd__dfxtp_1
final antenna diode count - 0
largest net degree at the start of global routing - 14
startpoint of the worst hold path - PColor[4]
total of warnings raised by yosys - 1
distinct cell type count of the synthesized netlist - 56
setup repair after global routing missed its margin - yes
clk latency late pin - 0.29 ns
Floorplan Utilization - 0.525
clock-pin transition on the worst setup and hold timing paths - 0.06 ns
GRT Resource Usage Total - 0.266
share of synthesized cell area in full adder, half adder and majority cells - 0.0294
drt initial violations - 111
yosys synthesis chip area - 2130 µm²
Worst setup SP type - register
number of rows created at floorplan - 23
area share of the largest cell type after synthesis - 0.329
Internal - 1790 µW
remaining global-route overflow - 0
start point of the critical path - hcnt[10]
number of setup violations in the final report - 21
R2R cell count - 10
required time of the worst setup path - 0.67 ns
worst supply voltage drop on vdd - 697 µV
number of antenna violations at the first check in global routing - 0
wire per inst - 15.7 µm
Core Footprint - 4060 µm²
total die area - 4520 µm²
final number of max-transition violations - 0
Reg power frac - 0.484
leakage power - 0.00135 µW
Residual DRC - 0
Post-synth ARST share - 0.186
number of register pins that no clock reaches - 13
proportion of total power due to net switching - 0.249
Final Wtd Congestion - 0.928
clock tree from TritonCTS - done
# Max-Cap Violations - 0
Synth Area in Simple Gates - 0.266
synth top area cells - sky130_fd_sc_hd__dfxtp_1, sky130_fd_sc_hd__dfrtn_1, sky130_fd_sc_hd__nor2_1
ratio of cells with drive above 1 in the final layout - 0.455
P_sw - 594 µW
Critical Path Fanout Max - 4
==> logic make-up (layout without fill, tap and decap cells) <==
group,after synthesis,count (layout)
simple gates,107,107
flops,43,43
compound gates,37,37
buf+inv,30,100
xor+xnor,14,14
fa+ha+maj,5,5
mux,3,3
other cells,1,3
==> synthesized netlist by cell type (all sizes together) (2+ instances only) <==
cell type,count
nor4b,3
nand4b,2
inv,9
nor3,7
a21oi,5
nand2b,3
a211oi,2
a31oi,4
nor2,39
nor3b,3
o21ai,2
clkbuf,8
or3,4
dfxtp,35
o211a,3
buf,13
or4b,2
nand2,16
mux2,3
ha,5
o31a,2
nor2b,2
nand4,6
o31ai,5
xor2,5
xnor2,9
o41ai,3
and3,3
nor4,3
dfrtn,8
nand3,9
or4,2
==> state kept, by name (all words and copies together) (netlist names) <==
register and cells:
pixel 8, vsync 1, hsyncint 1, enable 1, hcnt 12, PColor 8, vcnt 12
==> power groups by stage <==
stage / Clock (µW) / Combinational, µW / Sequential (µW)
CTS: 944 / 271 / 1150
global route: 994 / 325 / 1160
finish: 929 / 301 / 1150
==> worst paths after layout <==
kind | end | slack [ns]
setup / recovery | PColor[3] | -1.67
hold / removal | PColor[4] | 0.44
setup reg to reg | PColor[3] | -1.67
hold reg to reg | PColor[4] | 0.44
max in group asynchronous | PColor[7] | 0.26
min in group asynchronous | PColor[2] | 0.55
==> critical path, stage by stage (launching register included) <==
cell,delay [ns]
sky130_fd_sc_hd__dfxtp_2,0.34
sky130_fd_sc_hd__buf_6,0.11
sky130_fd_sc_hd__or4_4,0.56
sky130_fd_sc_hd__buf_6,0.16
sky130_fd_sc_hd__o31ai_4,0.26
sky130_fd_sc_hd__buf_6,0.14
sky130_fd_sc_hd__nor3_4,0.05
sky130_fd_sc_hd__buf_4,0.13
sky130_fd_sc_hd__buf_6,0.12
sky130_fd_sc_hd__a21oi_1,0.12
sky130_fd_sc_hd__a31oi_1,0.07
==> stage by stage <==
stage | total power, µW | util
finish | 2390 | 0.791
global route | 2480 | 0.791
CTS | 2370 | 0.756
detailed placement | 1400 | 0.670
global placement | 1390 | 0.670
floorplan | 1280 | -
==> metal layers <==
layer  track usage  routed length [µm]  part of all wire
met1         0.424                2760              0.49
met2         0.386                2480              0.44
met3        0.0616                 384             0.068
met4        0.0426                  42            0.0074
met5             0                   0                 0
==> layout make-up <==
class                      count  area [µm²]
timing repair buffer          83         718
fill                         249         850
inverter                       9        33.8
sequential                    43         920
clock inverter                 2        12.5
clock buffer                   6        82.6
multi-input combinational    169        1380
tap                           50        62.6
==> timing repair <==
item                       CTS  global route
buffers inserted            11             2
pin swaps                   15            11
gates resized               75            35
gates cloned                 0             0
setup endpoints to repair   38            23
Power figures rest on the tool's default switching activity, not on a simulated workload.
