<file path="design.v">
module led_segment(
	input	 clk,
	input  [3:0]num1,
	input  [3:0]num2,
	input  [3:0]num3,
	input  [3:0]num4,
	output reg [3:0]ds_en,
	output reg [6:0]ds_reg
);
parameter [6:0]NUM_0=7'b0111111;
parameter [6:0]NUM_1=7'b0000110;
parameter [6:0]NUM_2=7'b1011011;
parameter [6:0]NUM_3=7'b1001111;
parameter [6:0]NUM_4=7'b1100110;
parameter [6:0]NUM_5=7'b1101101;
parameter [6:0]NUM_6=7'b1111101;
parameter [6:0]NUM_7=7'b0000111;
parameter [6:0]NUM_8=7'b1111111;
parameter [6:0]NUM_9=7'b1101111;
parameter [6:0]NUM_A=7'b1110111;
parameter [6:0]NUM_B=7'b1111100;
parameter [6:0]NUM_C=7'b1011000;
parameter [6:0]NUM_D=7'b1011110;
parameter [6:0]NUM_E=7'b1111001;
parameter [6:0]NUM_F=7'b1110001;
parameter [6:0]NUM_BLK=7'b0000000;
parameter [3:0]EN_1=4'b1110;
parameter [3:0]EN_2=4'b1101;
parameter [3:0]EN_3=4'b1011;
parameter [3:0]EN_4=4'b0111;
parameter [3:0]EN_A=4'b0000;
reg [31:0]cnt;
always @(posedge clk)
	begin
		cnt = cnt + 1'b1;
	end
always @(posedge clk)
	begin
		if(cnt[16:15] == 2'b00)
			case (num1)
			4'h0 :   begin ds_reg = NUM_0; ds_en=EN_1;end
			4'h1 :   begin ds_reg = NUM_1; ds_en=EN_1;end
			4'h2 :   begin ds_reg = NUM_2; ds_en=EN_1;end
			4'h3 :   begin ds_reg = NUM_3; ds_en=EN_1;end
			4'h4 :   begin ds_reg = NUM_4; ds_en=EN_1;end
			4'h5 :   begin ds_reg = NUM_5; ds_en=EN_1;end
			4'h6 :   begin ds_reg = NUM_6; ds_en=EN_1;end
			4'h7 :   begin ds_reg = NUM_7; ds_en=EN_1;end
			4'h8 :   begin ds_reg = NUM_8; ds_en=EN_1;end
			4'h9 :   begin ds_reg = NUM_9; ds_en=EN_1;end
			4'ha :   begin ds_reg = NUM_A; ds_en=EN_1;end
			4'hb :   begin ds_reg = NUM_B; ds_en=EN_1;end
			4'hc :   begin ds_reg = NUM_C; ds_en=EN_1;end
			4'hd :   begin ds_reg = NUM_D; ds_en=EN_1;end
			4'he :   begin ds_reg = NUM_E; ds_en=EN_1;end
			4'hf :   begin ds_reg = NUM_F; ds_en=EN_1;end
			default: begin ds_reg = NUM_BLK; ds_en=EN_1;end
			endcase  
		if(cnt[16:15] == 2'b01)
			case (num2)
			4'h0 :   begin ds_reg = NUM_0; ds_en=EN_2;end
			4'h1 :   begin ds_reg = NUM_1; ds_en=EN_2;end
			4'h2 :   begin ds_reg = NUM_2; ds_en=EN_2;end
			4'h3 :   begin ds_reg = NUM_3; ds_en=EN_2;end
			4'h4 :   begin ds_reg = NUM_4; ds_en=EN_2;end
			4'h5 :   begin ds_reg = NUM_5; ds_en=EN_2;end
			4'h6 :   begin ds_reg = NUM_6; ds_en=EN_2;end
			4'h7 :   begin ds_reg = NUM_7; ds_en=EN_2;end
			4'h8 :   begin ds_reg = NUM_8; ds_en=EN_2;end
			4'h9 :   begin ds_reg = NUM_9; ds_en=EN_2;end
			4'ha :   begin ds_reg = NUM_A; ds_en=EN_2;end
			4'hb :   begin ds_reg = NUM_B; ds_en=EN_2;end
			4'hc :   begin ds_reg = NUM_C; ds_en=EN_2;end
			4'hd :   begin ds_reg = NUM_D; ds_en=EN_2;end
			4'he :   begin ds_reg = NUM_E; ds_en=EN_2;end
			4'hf :   begin ds_reg = NUM_F; ds_en=EN_2;end
			default: begin ds_reg = NUM_BLK; ds_en=EN_2;end
			endcase  
		if(cnt[16:15] == 2'b10)
			case (num3)
			4'h0 :   begin ds_reg = NUM_0; ds_en=EN_3;end
			4'h1 :   begin ds_reg = NUM_1; ds_en=EN_3;end
			4'h2 :   begin ds_reg = NUM_2; ds_en=EN_3;end
			4'h3 :   begin ds_reg = NUM_3; ds_en=EN_3;end
			4'h4 :   begin ds_reg = NUM_4; ds_en=EN_3;end
			4'h5 :   begin ds_reg = NUM_5; ds_en=EN_3;end
			4'h6 :   begin ds_reg = NUM_6; ds_en=EN_3;end
			4'h7 :   begin ds_reg = NUM_7; ds_en=EN_3;end
			4'h8 :   begin ds_reg = NUM_8; ds_en=EN_3;end
			4'h9 :   begin ds_reg = NUM_9; ds_en=EN_3;end
			4'ha :   begin ds_reg = NUM_A; ds_en=EN_3;end
			4'hb :   begin ds_reg = NUM_B; ds_en=EN_3;end
			4'hc :   begin ds_reg = NUM_C; ds_en=EN_3;end
			4'hd :   begin ds_reg = NUM_D; ds_en=EN_3;end
			4'he :   begin ds_reg = NUM_E; ds_en=EN_3;end
			4'hf :   begin ds_reg = NUM_F; ds_en=EN_3;end
			default: begin ds_reg = NUM_BLK; ds_en=EN_3;end
			endcase  
		if(cnt[16:15] == 2'b11)
			case (num4)
			4'h0 :   begin ds_reg = NUM_0; ds_en=EN_4;end
			4'h1 :   begin ds_reg = NUM_1; ds_en=EN_4;end
			4'h2 :   begin ds_reg = NUM_2; ds_en=EN_4;end
			4'h3 :   begin ds_reg = NUM_3; ds_en=EN_4;end
			4'h4 :   begin ds_reg = NUM_4; ds_en=EN_4;end
			4'h5 :   begin ds_reg = NUM_5; ds_en=EN_4;end
			4'h6 :   begin ds_reg = NUM_6; ds_en=EN_4;end
			4'h7 :   begin ds_reg = NUM_7; ds_en=EN_4;end
			4'h8 :   begin ds_reg = NUM_8; ds_en=EN_4;end
			4'h9 :   begin ds_reg = NUM_9; ds_en=EN_4;end
			4'ha :   begin ds_reg = NUM_A; ds_en=EN_4;end
			4'hb :   begin ds_reg = NUM_B; ds_en=EN_4;end
			4'hc :   begin ds_reg = NUM_C; ds_en=EN_4;end
			4'hd :   begin ds_reg = NUM_D; ds_en=EN_4;end
			4'he :   begin ds_reg = NUM_E; ds_en=EN_4;end
			4'hf :   begin ds_reg = NUM_F; ds_en=EN_4;end
			default: begin ds_reg = NUM_BLK; ds_en=EN_4;end
			endcase  
	end 
endmodule
</file>
<file path="run.sh">
#!/bin/bash
# OpenROAD 26Q1-2900-gdf79404cd8, Yosys 0.63+post, stock flow scripts
make -C /OpenROAD-flow-scripts/flow DESIGN_CONFIG=/design/flow/config.mk WORK_HOME=/design/flow/orfs finish
</file>
<file path="config.mk">
export PLATFORM = sky130hd
export DESIGN_NAME = led_segment
export DESIGN_NICKNAME = led_segment
export VERILOG_FILES = /design/flow/design.v
export SDC_FILE = /design/flow/constraint.sdc
export NUM_CORES = 4
export LEC_CHECK = 1
export CORE_AREA = 10 10 107 107
export DIE_AREA = 0 0 117 117
</file>
<file path="constraint.sdc">
current_design led_segment

set clk_period 2.5
set clk_io_pct 0.2

create_clock -name clk0 -period $clk_period [get_ports {clk}]

set non_clock_inputs [all_inputs -no_clocks]
set_input_delay [expr $clk_period * $clk_io_pct] -clock clk0 $non_clock_inputs
set_output_delay [expr $clk_period * $clk_io_pct] -clock clk0 [all_outputs]
</file>
==> out/results.txt <==
Commonest Layout Cell: ha_1
GP Congestion: 0.817
total gr overflow: 0
worst skew pair latency: 270 ps
maxcap violations: 0
Post-route DRC: 0
RSZ-0062 raised after global routing: no
IO Port Bufs: 27
hold crit path type: flip-flop to flip-flop
I/O pin total: 28
critical-path cell list: clkdlybuf4s50_1 -> inv_1 -> ha_1 -> inv_1 -> mux4_2 -> o22ai_1 -> or2_1
Post-Route M1 WL: 1.98 mm
highest ir drop seen on vdd: 0.255 mV
Fmax achieved: 449 MHz
period utilization: 0.891
final tally of hold violations: 0
Final ANT Viol Nets: 0
Design Area, Final: 0.00260 mm^2
CP required: 2650 ps
critical path's slowest cell: clkdlybuf4s50_1
status: finished, final reports clean
DR vias/cell: 4.34
Post-CTS Setup Repair Bufs: 0
Pwr per Cell Area: 387 mW/mm^2
Syn Area/Cell: 10.0 um^2
TritonRoute pass-1 iters: 4
Worst-Margin Slew: 622 ps
end of the worst hold path: cnt[0]
Ys Warns: 1
Reg2Reg Depth: 3
relative slew slack: 0.584
layout cells sized above 1: 0.0980
hold_sp: cnt[0]
mapped cell area: 0.00212 mm^2
Most used DFF post-synth: dfxtp_1
Worst path max stage delay: 550 ps
Initial Util: 0.230
routed via count: 1544
Yosys reg bits: 28
total core area: 0.00920 mm^2
Cell Type Count: 43
# fillers: 948
Inserted Diodes: 0
final WL: 4.25 mm
FFs w/ async S/R, synth: 0
Critical Path Fanout Max: 6
Critical Path AT: 2370 ps
Setup crit end kind: flip-flop
Worst Clk Skew: 1.75 ps
vias in the first global route: 1508
reg-to-reg slack, setup: 850 ps
HPWL after detailed placement: 3.50 mm
largest net degree at the start of global routing: 19
Root Buffer: clkbuf_8
CP most frequent cell: inv_1
die width: 117 um
routed wl met2: 1.95 mm
leakage: 1.02 nW
synthesis-to-layout area growth: 22.7%
# resized after CTS: 0
initial antenna violation count: 0
# setup viols final: 0
yosys stat area: 0.00212 mm^2
post-route core utilization: 0.283
end of the worst register-to-register path: ds_reg[4]
Critical Path Source Type: input pin
fin. max-slew vios: 0
crit path time final: 2230 ps
Rows: 35
total CTS buffers: 3
Worst Path Buf+Inv: 3
Crit Path Class: input pin to flip-flop
max reg flops: 17
post-cts hold buffer count: 0
Chip Area: 0.0137 mm^2
metal3 WL: 261 um
gr usage total: 0.0637
worst reg2reg startpoint: cnt[16]
clock sinks: 28
# Cells Yosys: 211
Top cells excl fill/tap: 29 x ha_1, 27 x clkdlybuf4s50_1, 17 x dfxtp_1, 15 x inv_1
Post-synth EDFFs: 11
Area after DPL: 0.00253 mm^2
CP delay by family, top: buffers and inverters
Post-Synthesis Cells: 211
Max Used Layer: met4
Die Height: 117 um
H-tree Lvls: 1
Log Warnings: 49
clock transition at the registers of the reported paths: 100 ps
DR iter-0 viols: 65
post-DR wirelength/cell: 11.9 um
first-pass GRT wire length: 7.11 mm
clk buf depth: 2
Post-synth seq share: 0.316
Hold Path Cell Cnt: 1
CTS tree: yes
## per-layer routing
metal  global-route usage  vias to the layer above
li1                     -                      814
met1               0.0915                      700
met2                0.100                       28
met3               0.0124                        2
met4              0.00906                        0
met5                    0                        -
## synthesized netlist by cell type, drive strengths merged (4+ instances only)
cell | count | area share
nor2b | 9 | 0.027
nand3 | 7 | 0.017
nand4 | 5 | 0.018
dfxtp | 17 | 0.16
nand2 | 11 | 0.019
mux4 | 9 | 0.097
edfxtp | 11 | 0.16
nor3 | 7 | 0.019
o21ai | 6 | 0.014
xnor2 | 11 | 0.045
buf | 9 | 0.024
a31oi | 4 | 0.012
nor2 | 9 | 0.016
inv | 18 | 0.032
ha | 29 | 0.17
xor2 | 4 | 0.017
o22ai | 4 | 0.012
a211oi | 4 | 0.014
a21oi | 9 | 0.021
## area by class of cell
class | count | area, um^2 | share of cell area
inverter | 18 | 67.6 | 0.0260
sequential | 28 | 671 | 0.258
clock buffer | 4 | 66.3 | 0.0255
timing repair buffer | 30 | 293 | 0.113
multi-input combinational | 165 | 1370 | 0.525
tap | 111 | 139 | 0.0534
## power breakdown
group          internal (mW)  switching [mW]
combinational          0.109          0.0904
clock                  0.174           0.144
sequential             0.487         0.00345
## cells by family after synthesis
kind of cell / synth area share
simple gates: 0.150
compound gates: 0.128
fa+ha+maj: 0.171
flops: 0.316
buf+inv: 0.0573
xor+xnor: 0.0620
mux: 0.113
other cells: 0.00177
## worst reg2reg max path, delay by kind of cell (launching register included)
kind / cells / cell delay, ps
simple gates: 2 / 390
flops: 1 / 730
compound gates: 1 / 390
## per-stage QoR
stage | hold WS, ps | setup WS [ps] | std cells | setup TNS [ps] | total power [mW]
2_1_floorplan | 394 | 756 | 221 | 0 | 0.617
3_3_place_gp | 413 | -17.3 | 352 | -17.3 | 0.699
3_5_place_dp | 416 | -11.9 | 352 | -11.9 | 0.702
4_1_cts | 442 | 285 | 356 | 0 | 1.02
5_1_grt | 463 | 176 | 356 | 0 | 1.07
6_report | 436 | 273 | 356 | 0 | 1.01
## worst max path at each step
stage,to,startpoint,depth (start not counted),slack (ps)
6_report,ds_reg[3],num4[1],7,270
5_1_grt,ds_reg[3],num4[1],7,180
4_1_cts,ds_reg[3],num4[1],7,290
Power is estimated from default activity; no workload was simulated.
