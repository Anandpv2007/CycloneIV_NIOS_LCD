===== flow/run.sh =====
#!/bin/bash
# OpenROAD 26Q1-2900-gdf79404cd8, Yosys 0.63+post, stock flow scripts
make -C /OpenROAD-flow-scripts/flow DESIGN_CONFIG=/design/flow/config.mk WORK_HOME=/design/flow/orfs finish

===== flow/config.mk =====
export PLATFORM = sky130hd
export DESIGN_NAME = vga_controller
export DESIGN_NICKNAME = vga_controller
export VERILOG_FILES = /design/flow/design.v
export SDC_FILE = /design/flow/constraint.sdc
export NUM_CORES = 4
export LEC_CHECK = 1
export CORE_AREA = 10 10 96 96
export DIE_AREA = 0 0 106 106

===== flow/constraint.sdc =====
current_design vga_controller

set clk_period 2.6
set clk_io_pct 0.2

create_clock -name clk0 -period $clk_period [get_ports {CLK}]

set non_clock_inputs [all_inputs -no_clocks]
set_input_delay [expr $clk_period * $clk_io_pct] -clock clk0 $non_clock_inputs
set_output_delay [expr $clk_period * $clk_io_pct] -clock clk0 [all_outputs]

===== flow/design.v =====
module vga_controller(
	output reg [4:0] RED,
	output reg [5:0] GREEN,
	output reg [4:0] BLUE,
	output HSY,
	output reg VSY,
	input led_stat,
	input CLK);
reg [11:0] hc;
reg [11:0] vc;
reg [15:0]pcolor;
reg hsy;
assign HSY = hsy;
parameter H_PERIOD = 800, H_SYNC_START = 656, H_SYNC_END = 752, V_PERIOD = 525, V_SYNC = 2,
			V_SYNC_START = 490, V_SYNC_END = 492;
always @(posedge CLK) 
	if(hc<H_PERIOD)
		hc <= hc+1;
	else	
		hc <= 0;
always @(posedge CLK) 
	if(hc>=H_SYNC_START && hc<=H_SYNC_END)
		hsy <= 0;
	else	
		hsy <= 1;
always @(posedge hsy) 
	if(vc<V_PERIOD)
		vc <= vc+1;
	else	
		vc <= 0;
always @(posedge hsy) 
	if(vc>=V_SYNC_START && vc<=V_SYNC_END)
		VSY <= 0;
	else	
		VSY <= 1;
always @(posedge CLK)
begin
	pcolor = pcolor +1;
	if(hc<640 && vc<480)
		begin
		if(led_stat == 0)
		begin
			RED = 5'b11111;
			GREEN =6'b000000;
			BLUE = 5'b00000;
		end
		else
		begin
			RED = 5'b00000;
			GREEN =6'b111111;
			BLUE = 5'b00000;
		end
		end
	 else
		begin
			RED= 0;
			GREEN = 0;
			BLUE = 0;
		end
end 
endmodule

==> flow_summary.toml <==
# implementation run metrics
[worst_setup_path]
slowest_delay_ns = 0.56
critical_path.slowest_cell = "dfxtp_1"
endpoint_kind = "output port"
worstSetupStartpointType = "flop"
critical_path.reg2reg.endpoint = "hc[8]"
crit_buf_inv = 1
crit-reg2reg-launch = "hc[0]"
crit_fanout = 14
critPathArrivalTime_ns = 1.35
critPathTopFamily = "flip-flops"
ff2ff_path_depth = 4
timing.setup.critical_path_class = "flop to output port"
cp.required_ns = 2.08
reg2reg_setup_slack_ns = 1.25
crit_path_cell_trace = "clkdlybuf4s50_1"

[logic_synthesis]
syn_area_sq_mm = 0.001309
yosys-stat-area_sq_mm = 0.001309
post_synth_num_cell_types = 36
synthesis.area_per_instance_sq_um = 9.484
synthesis.yosys.warnings = 1
numSynthFlops = 28
synthDominantCellAreaShare_pct = 42.83
ys_seq_share_pct = 42.83
synth.largest_area_cell = "dfxtp_1"
netlist_instances = 138
ys_top_cells_by_area = "dfxtp_1 (43%), buf_4 (8.0%), ha_1 (4.8%)"
yosys-stat-cells = 138

[global_routing]
first_global_vias = 875
grt_util_all_layers_pct = 3.963
grt_remaining_overflow = 0
grt_max_degree = 15
first_pass_grt_wire_length_microns = 3946
antenna_found_initial = 0

[clock_tree]
cts.reportedPaths.clkPinSlew_ns = 0.06
clock_tree_root_driver_cell = "clkbuf_8"
cts_hold_repair.buffers = 0
postCtsSetupBuffers = 0
postCtsResizedCells = 0
ctsLongestPathBuffers = 2
cts_tree = "built"
cts_buffers = 3
ctsHtreeMaxLevel = 1
clock_insertion_delay_worst_skew_ns = 0.25

[pwr]
leakage_nw = 0.4838
power_after_layout_mw = 0.4513
powerDensity_mw_per_mm2 = 294.4
ir_drop_uv = 207.5

[route]
detail_route.wl_per_cell_microns = 9.194
first_pass_iters = 4
drc = 0
antenna_left = 0
antenna_cells = 0
wl_microns = 2280
initialDrtViolationCount = 37
route.vias.total = 960
post_drt_via_cell_ratio = 3.871

[final_timing]
layout_worst_path_cycle_share_pct = 72.08
final-setup-viol-count = 0
timing_hold_violations_final = 0
finalCriticalPeriod_ns = 1.874
clock-skew-final_ns = 0.002703
whs_ns = 0.4746
max_slew.worst_pin.slew_ns = 0.6044
timing.slew.headroom_pct = 59.71
final_max_slew_viol_count = 0
endpoints_left_unconstrained = 12
unclocked_pins = 13
timing.fmax_ghz = 0.5336
rsz0062_at_grt = "false"
setup_tns_ns = 0

[floorplanning]
initial_utilization_pct = 18.14
num_io_pins = 20
floorplan.rows = 31
die_area_sq_mm = 0.01124
die.size.y_microns = 106
die_width_microns = 106
core_area_sq_mm = 0.007214

[hold_path]
min_from = "hc[9]"
hold_end = "hc[9]"
worst_hold_path.num_cells = 2
timing.hold.worst.class = "flop to flop"

[run]
warnings = 28
timing.max_cap.violations = 0

[finish]
fillCellCount = 805
syn2layout_area_growth_pct = 17.11
final_layout_top_logic_cells = "dfxtp_1 (28), clkdlybuf4s50_1 (14), inv_1 (10)"
number_of_cells_in_the_finished_layout_apart_from_fillers = 248
final_area_sq_mm = 0.001533
lay_top_count = "dfxtp_1"
drive_above_1_share_pct = 8.725

[placement]
placer_s_final_routability_congestion_estimate = 0.8184
placed_cells = 244
hpwl_microns = 1740
port_buffers = 14
post_dp_area_sq_mm = 0.001486

[status]
run_status = "complete, no violations"
[per-layer routing]
| metal | GRT usage [%] | wire length (microns) | vias to the layer above |
|---|---|---|---|
| met2 | 6.095 | 922 | 19 |
| met4 | 0.6770 | 40 | 0 |
| met5 | 0 | 0 | - |
| met1 | 5.289 | 1166 | 446 |
| li1 | - | - | 493 |
| met3 | 1.468 | 150 | 2 |
[sequential cells by signal, summed over array words and instances (netlist names)]
signal	count
GREEN	1
vc	12
hsy	1
RED	1
VSY	1
hc	12
[logic make-up after synthesis]
group           after synthesis  synth area share (%)
simple gates                 47                 21.13
flops                        28                 42.83
xor+xnor                      6                 4.016
compound gates               26                 15.20
other cells                   1                0.2865
fa+ha+maj                     5                 4.780
buf+inv                      25                 11.76
[power by group]
part / internal [mW] / switching, mW
registers: 0.237 / 0.00615
logic: 0.0110 / 0.0114
clock network: 0.106 / 0.0800
total: 0.354 / 0.0976
[worst max-delay path by stage]
| stage | startpoint | to | cells after the start |
|---|---|---|---|
| CTS | hsy | HSY | 1 |
| finish | hsy | HSY | 1 |
| global route | hsy | HSY | 1 |
[metrics by stage]
| stage | setup slack, ns | util [%] |
|---|---|---|
| 2_1_floorplan | 1.388 | - |
| 3_5_place_dp | 0.9671 | 20.60 |
| 5_1_grt | 0.5924 | 21.25 |
| 4_1_cts | 0.6912 | 21.25 |
| 6_report | 0.7260 | 21.25 |
| 3_3_place_gp | 0.9742 | 20.60 |
[layout make-up]
| cell class | instances | area [sq um] | area share (%) |
|---|---|---|---|
| Tap cell | 99 | 123.9 | 8.082 |
| Sequential cell | 28 | 560.5 | 36.57 |
| Multi-Input combinational cell | 93 | 624.3 | 40.73 |
| Clock buffer | 3 | 41.29 | 2.694 |
| Clock inverter | 1 | 5.005 | 0.3265 |
| Inverter | 10 | 37.54 | 2.449 |
| Timing Repair Buffer | 14 | 140.1 | 9.143 |
[cell usage after synthesis]
cell type / number
dfxtp_1: 28
buf_4: 14
inv_1: 10
nand3_1: 9
nor3_1: 7
nor2_1: 6
o21ai_0: 6
ha_1: 5
or3_1: 5
a211oi_2: 4
a21oi_1: 4
nand2_1: 4
o31ai_1: 3
xnor2_1: 3
xor2_1: 3
a21boi_0: 2
and4_1: 2
nand4_1: 2
nor4_1: 2
o311ai_0: 2
or4_1: 2
a211o_1: 1
a211oi_1: 1
a21boi_2: 1
a311o_1: 1
a31oi_1: 1
and2_4: 1
and3_1: 1
and4b_1: 1
buf_6: 1
conb_1: 1
nand2_2: 1
nor2b_1: 1
nor3b_2: 1
nor4b_1: 1
or4_4: 1
[worst reg2reg max path: cells and delay by family, from the launching register on]
| kind | cells | cell delay [ns] |
|---|---|---|
| AND/OR/NAND/NOR | 2 | 0.53 |
| flip-flops | 1 | 0.39 |
| adder cells (fa/ha/maj) | 1 | 0.23 |
| AND-OR/OR-AND | 1 | 0.14 |
